$ cat flow/run.sh
#!/bin/bash
# OpenROAD 26Q1-2900-gdf79404cd8, Yosys 0.63+post, stock flow scripts
make -C /OpenROAD-flow-scripts/flow DESIGN_CONFIG=/design/flow/config.mk WORK_HOME=/design/flow/orfs finish
$ cat flow/design.v
module sigma_delta_ADC(
    input clk,
    input reset,
    input [23:0] analog_in,
    output reg [32:0] digital_out
);
reg [23:0] integrator1;
reg [23:0] integrator2;
reg [23:0] integrator3;
reg [23:0] integrator4;
reg [23:0] integrator5;
reg [23:0] integrator6;
reg [23:0] integrator7;
reg [23:0] integrator8;
reg [23:0] feedback;
always @(posedge clk or posedge reset) begin
    if (reset) begin
        integrator1 <= 0;
        integrator2 <= 0;
        integrator3 <= 0;
        integrator4 <= 0;
        integrator5 <= 0;
        integrator6 <= 0;
        integrator7 <= 0;
        integrator8 <= 0;
        feedback <= 0;
    end else begin
        integrator1 <= integrator1 + analog_in - feedback;
        integrator2 <= integrator2 + integrator1 - feedback;
        integrator3 <= integrator3 + integrator2 - feedback;
        integrator4 <= integrator4 + integrator3 - feedback;
        integrator5 <= integrator5 + integrator4 - feedback;
        integrator6 <= integrator6 + integrator5 - feedback;
        integrator7 <= integrator7 + integrator6 - feedback;
        integrator8 <= integrator8 + integrator7 - feedback;
        if (integrator8 > 23'd8388607) begin
            feedback <= 24'hFFFFFF;
        end else begin
            feedback <= 0;
        end
        digital_out <= {feedback, 8'b00000000};
    end
end
endmodule
$ cat flow/config.mk
export PLATFORM = sky130hd
export DESIGN_NAME = sigma_delta_ADC
export DESIGN_NICKNAME = sigma_delta_ADC
export VERILOG_FILES = /design/flow/design.v
export SDC_FILE = /design/flow/constraint.sdc
export NUM_CORES = 4
export LEC_CHECK = 1
export CORE_UTILIZATION = 50
$ cat flow/constraint.sdc
current_design sigma_delta_ADC

set clk_period 20.9
set clk_io_pct 0.2

create_clock -name clk0 -period $clk_period [get_ports {clk}]

set non_clock_inputs [all_inputs -no_clocks]
set_input_delay [expr $clk_period * $clk_io_pct] -clock clk0 $non_clock_inputs
set_output_delay [expr $clk_period * $clk_io_pct] -clock clk0 [all_outputs]
==> flow_results.xml <==
<?xml version="1.0" encoding="UTF-8"?>
<metrics>
  <group name="worst_setup_path">
    <metric name="worstSetupStartpointType" unit="">input port</metric>
    <metric name="critPathTopFamily" unit="">AND-OR/OR-AND gates</metric>
    <metric name="critPathRequiredTime" unit="ns">21.26</metric>
    <metric name="crit_chain" unit="">clkdlybuf4s50_1 -&gt; inv_1 -&gt; fa_1 -&gt; inv_1 -&gt; fa_1 -&gt; a21oi_1 -&gt; o21ai_0 -&gt; a31oi_1 -&gt; o211ai_1 -&gt; and3_1 -&gt; a221o_1 -&gt; a211o_1 -&gt; a21oi_1 -&gt; xnor2_1</metric>
    <metric name="setup.worst_path.end_class" unit="">flop</metric>
    <metric name="critical-path-slowest-cell" unit="">fa_1</metric>
    <metric name="critical_path.max_fanout" unit="">5</metric>
    <metric name="timing.setup.critical_path_class" unit="">input port to flop</metric>
    <metric name="cpPeakStageDelay" unit="ns">0.50</metric>
    <metric name="timing.critical_path.arrival" unit="ns">7.71</metric>
    <metric name="critPathBufInv" unit="">3</metric>
  </group>
  <group name="clocking">
    <metric name="ctsLongestPathBuffers" unit="">2</metric>
    <metric name="cts_tree" unit="">yes</metric>
    <metric name="clock_tree.root_cell" unit="">clkbuf_16</metric>
    <metric name="clkLatencyLatePin" unit="ns">0.44</metric>
    <metric name="post_cts_hold_buffer_count" unit="">0</metric>
    <metric name="postCtsSetupRepairBufs" unit="">0</metric>
    <metric name="clock_sink_count" unit="">194</metric>
    <metric name="cts_buffers" unit="">17</metric>
    <metric name="htree_num_levels" unit="">4</metric>
    <metric name="cts-resized-gates" unit="">0</metric>
    <metric name="clock_slew_at_the_register_clock_pins_of_the_worst_setup_and_hold_paths" unit="ns">0.07</metric>
  </group>
  <group name="routing">
    <metric name="drt-wirelength-per-cell" unit="microns">11.36</metric>
    <metric name="routed-via-count" unit="">12901</metric>
    <metric name="antenna_cells" unit="">0</metric>
    <metric name="totalWireLength" unit="mm">30.50</metric>
    <metric name="first_pass_iters" unit="">4</metric>
    <metric name="vias_per_cell" unit="">4.805</metric>
    <metric name="remaining_drc_errors" unit="">0</metric>
    <metric name="remaining_antenna_violation_count_after_routing" unit="">0</metric>
    <metric name="drt_iter0_drc" unit="">295</metric>
  </group>
  <group name="synthesis">
    <metric name="post_synth_inst_count" unit="">2121</metric>
    <metric name="dominantRegCellSynth" unit="">dfrtp_1</metric>
    <metric name="number_of_synthesized_flops_with_an_enable_pin" unit="">1</metric>
    <metric name="ys_chip_area" unit="sq um">19340</metric>
    <metric name="synth.yosys.warnings" unit="">1</metric>
    <metric name="synth_cell_type_count" unit="">63</metric>
    <metric name="yosysTopAreaCell" unit="">dfrtp_1</metric>
    <metric name="asyncSetResetFlopFracSynth" unit="%">99.48</metric>
    <metric name="synth_stat.cells" unit="">2121</metric>
    <metric name="yosys.stat.seqShare" unit="%">25.12</metric>
    <metric name="synth.top_cell.area_share" unit="%">24.97</metric>
    <metric name="top_cells_by_area" unit="">dfrtp_1 (25%), fa_1 (19%), ha_1 (12%), inv_1 (12%), xnor2_1 (5.8%)</metric>
    <metric name="mappedNetlistArea" unit="sq um">19340</metric>
    <metric name="syn_avg_cell_area" unit="sq um">9.120</metric>
    <metric name="synth_flop_count" unit="">194</metric>
  </group>
  <group name="global_routing">
    <metric name="grt.overflow.total" unit="">0</metric>
    <metric name="grt_pass1_vias" unit="">12790</metric>
    <metric name="grt_usage" unit="%">18.02</metric>
    <metric name="first_pass_grt_wire_length" unit="mm">55.18</metric>
    <metric name="pin_count_of_the_biggest_net_entering_global_routing" unit="">87</metric>
    <metric name="number_of_antenna_violations_at_the_first_check_in_global_routing" unit="">0</metric>
  </group>
  <group name="placement">
    <metric name="routabilityCongestion" unit="">0.9499</metric>
    <metric name="detailed_place_hpwl" unit="mm">25.17</metric>
    <metric name="placedInstanceArea" unit="sq um">20300</metric>
    <metric name="port_buffers" unit="">49</metric>
  </group>
  <group name="finish">
    <metric name="finalCoreUtilization" unit="%">55.22</metric>
    <metric name="synthToLayoutAreaGrowth" unit="%">8.040</metric>
    <metric name="layout_top_cell_excl_fill_tap" unit="">inv_1</metric>
    <metric name="design_area" unit="sq um">20900</metric>
    <metric name="fillerInstances" unit="">3287</metric>
    <metric name="drive_gt1_share" unit="%">3.128</metric>
    <metric name="layout_top_cells" unit="">inv_1 (605), ha_1 (192), dfrtp_1 (192)</metric>
  </group>
  <group name="flow_run">
    <metric name="openroad.warnings" unit="">25</metric>
    <metric name="max_cap_violations" unit="">0</metric>
  </group>
  <group name="floorplanning">
    <metric name="placement_rows" unit="">71</metric>
    <metric name="floorplan_core_area" unit="sq um">37840</metric>
    <metric name="io-pin-count" unit="">59</metric>
    <metric name="die_height" unit="microns">198.7</metric>
    <metric name="initial_core_util" unit="%">51.11</metric>
    <metric name="floorplan.die_area" unit="sq um">39480</metric>
    <metric name="floorplan.die.width" unit="microns">198.7</metric>
  </group>
  <group name="final_timing">
    <metric name="max_slew.worst_pin.slew" unit="ns">0.7042</metric>
    <metric name="setup_viol" unit="">0</metric>
    <metric name="finalCritPeriodShare" unit="%">35.15</metric>
    <metric name="fmax" unit="GHz">0.1361</metric>
    <metric name="timing_hold_violations_final" unit="">0</metric>
    <metric name="period_needed" unit="ns">7.347</metric>
    <metric name="max-slew-margin-rel" unit="%">52.44</metric>
    <metric name="final-max-slew-violation-count" unit="">0</metric>
    <metric name="tns" unit="ns">0</metric>
    <metric name="rsz_0062_raised_after_global_routing" unit="">no</metric>
    <metric name="worst_clock_skew" unit="ns">0.008880</metric>
  </group>
  <group name="outcome">
    <metric name="status" unit="">finished, final reports clean</metric>
  </group>
  <group name="hold_path">
    <metric name="min_path_type" unit="">flop to flop</metric>
  </group>
</metrics>
synthesized netlist by cell type (all sizes together) (8+ instances only):
cell type,count
nand2b,23
a21oi,149
nand4,10
a211oi,11
nor2b,20
a31oi,19
nand2,60
a21o,76
o21a,21
nor3,14
or2,8
inv,606
fa,184
nor2,68
o21ai,70
nand3,28
ha,192
buf,33
dfrtp,193
xor2,55
and3,20
clkbuf,15
o21bai,19
xnor2,127
final cells by class:
type / instances / area (sq um) / area share [%]
multi-input combinational: 1281 / 11940 / 57.13
sequential: 194 / 4863 / 23.27
inverter: 606 / 2282 / 10.92
tap: 511 / 639.4 / 3.059
clock buffer: 30 / 584.3 / 2.796
timing repair buffer: 61 / 580.6 / 2.778
clock inverter: 2 / 10.01 / 0.04790
registers in the layout, summed over array words and instances (netlist names):
signal	count
integrator4	24
integrator1	24
integrator8	24
integrator2	24
integrator6	24
digital_out	1
integrator7	24
integrator5	24
integrator3	24
feedback	1
routing by layer:
layer	global-route usage, %	routed length [microns]	up-vias	part of all wire [%]
li1	-	-	6740	-
met1	25.76	14170	5999	46
met2	31.30	15060	134	49
met3	2.214	745	28	2.4
met4	2.735	513	0	1.7
met5	0	0	-	0
worst paths after layout:
kind / start / endpoint / slack, ns / depth (start not counted)
max: analog_in[1] / integrator1[20]$_DFF_PP0_ / 13.55 / 14
min: integrator8[23]$_DFF_PP0_ / feedback[22]$_DFF_PP0_ / 0.41 / 0
max reg2reg: feedback[22]$_DFF_PP0_ / integrator6[22]$_DFF_PP0_ / 15.79 / 15
min reg2reg: integrator8[23]$_DFF_PP0_ / feedback[22]$_DFF_PP0_ / 0.41 / 0
max in group asynchronous: reset / feedback[22]$_DFF_PP0_ / 15.16 / 4
min in group asynchronous: reset / integrator5[0]$_DFF_PP0_ / 4.24 / 2
worst reg2reg max path, delay by kind of cell, from the launching register on:
kind | cells | cell delay [ns]
compound gates | 8 | 2.08
xor+xnor | 1 | 0.15
fa+ha+maj | 3 | 0.87
buf+inv | 3 | 1.11
flops | 1 | 0.80
stage by stage:
step,hold WS (ns),instances,worst slack (ns)
global placement,0.3875,2653,13.21
floorplan,0.4481,2129,9.281
CTS,0.4123,2685,13.61
global route,0.4214,2685,13.45
finish,0.4110,2685,13.55
detailed placement,0.3846,2653,13.16
cells by family after synthesis:
logic type               Yosys count  share of synthesized area, %
AND-OR/OR-AND                    440                         14.79
flip-flops                       194                         25.12
AND/OR/NAND/NOR                  272                         6.953
XOR/XNOR                         182                         8.241
other                              1                       0.01939
adder cells (fa/ha/maj)          376                         31.46
multiplexers                       2                        0.1035
buffers and inverters            654                         13.31
