File: design/flow/config.mk
export PLATFORM = sky130hd
export DESIGN_NAME = sd_oversampling
export DESIGN_NICKNAME = sd_oversampling
export VERILOG_FILES = /design/flow/design.v
export SDC_FILE = /design/flow/constraint.sdc
export NUM_CORES = 4
export LEC_CHECK = 1
export CORE_UTILIZATION = 40
File: design/flow/constraint.sdc
current_design sd_oversampling

set clk_period 7.8
set clk_io_pct 0.2

create_clock -name clk0 -period $clk_period [get_ports {clk}]

set non_clock_inputs [all_inputs -no_clocks]
set_input_delay [expr $clk_period * $clk_io_pct] -clock clk0 $non_clock_inputs
set_output_delay [expr $clk_period * $clk_io_pct] -clock clk0 [all_outputs]
File: design/flow/design.v
module sd_oversampling(
    input clk,
    input reset,
    input [23:0] analog_in,
    output reg [47:0] oversampled_out
);
reg [23:0] integrator;
reg [23:0] feedback;
parameter OSR = 64;  
integer i = 0;  
always @(posedge clk or posedge reset) begin
    if (reset) begin
        integrator <= 0;
        feedback <= 0;
        oversampled_out <= 0;
    end else begin
        for (i = 0; i < OSR; i = i + 1) begin
            integrator <= integrator + analog_in - feedback;
            if (integrator > 23'd8388607) begin
                feedback <= 24'hFFFFFF;
            end else begin
                feedback <= 0;
            end
        end
        oversampled_out <= {feedback, integrator};
    end
end
endmodule
File: design/flow/run.sh
#!/bin/bash
# OpenROAD 26Q1-2900-gdf79404cd8, Yosys 0.63+post, stock flow scripts
make -C /OpenROAD-flow-scripts/flow DESIGN_CONFIG=/design/flow/config.mk WORK_HOME=/design/flow/orfs finish
==> metrics.yaml <==
outcome:
  status: "finished, final reports clean"
timing:
  max_slew.worst_pin.slew_ps: 638
  setup_viol_count_final: 0
  slew_violations: 0
  fmax_ghz: 0.243
  slew_headroom_pct: 57.4
  rsz0062_at_grt: "false"
  layout_min_cycle_time_ps: 4120
  finalCritPeriodShare_pct: 52.8
  skew_ps: 11.7
  setup-tns-final_ps: 0
  hold_violations: 0
route:
  via_count: 2335
  vias_per_cell: 4.55
  first_iter_violations: 63
  first_pass_iters: 4
  diodes: 0
  drt-total-wl_um: 6030
  drc: 0
  routedWlPerCell_um: 11.7
  ant_nets: 0
clock_tree:
  cts.repair.resized: 0
  path_clk_slew_ps: 100
  cts-root-buf: "clkbuf_8"
  ctsHoldBuffers: 0
  h-tree-depth: 2
  cts_tree: "built"
  clk_path_buf_depth: 2
  cts_buffers: 5
  post-cts-setup-buffers: 0
  clk_latency_ps: 310
  cts.sinks: 50
setup_path:
  worstPathCellList: "clkdlybuf4s50_1 -> inv_1 -> fa_1 -> inv_1 -> ha_1 -> a211o_1 -> nor4_1 -> a21oi_1 -> nand2b_1 -> xor2_1"
  slowest_delay_ps: 510
  r2r.worst_path.cells: 9
  crit_fanout: 6
  crit_slowest_cell: "fa_1"
  cp-end-kind: "flop"
  reg2reg_to: "integrator[20]"
  r2r_start: "feedback[22]"
  cp-start-kind: "input port"
  cp_num_buf_inv: 3
  critPathTopFamily: "adder cells"
  r2r_slack_ps: 4610
  crit_top_cell: "inv_1"
  arrival_ps: 4300
  worstSetupPathType: "in -> reg"
  cp.required_ps: 7990
yosys:
  yosys_most_used_dff: "dfrtp_1"
  ys.flops: 50
  ys_top_logic_family: "adder cells"
  synth-edff-count: 0
  synthArstFlopShare_pct: 100
  synth_area_um2: 3420
  yosysTopAreaCell: "dfrtp_1"
  yosys_area_um2: 3420
  syn_inst: 353
  synthMuxAreaShare_pct: 0
  ys_sh_aoi_pct: 12.4
  ys_sh_xor_pct: 5.63
  yosysWarnings: 1
  syn_area_per_cell_um2: 9.69
  ys_sh_simple_pct: 6.62
  yosys-top-cells-area: "dfrtp_1, fa_1, inv_1"
  synth.distinct_cells: 43
  ys_seq_share_pct: 36.6
  ys_cells: 353
  top_cell: "inv_1"
  yosys.area.top_type_share_pct: 36.6
  fa_ha_area_share_pct: 22.2
  common_cells: "inv_1, dfrtp_1, a21oi_1, ha_1"
worst_hold_path:
  hold_depth: 0
  worstHoldStart: "integrator[11]"
  holdPathEnd: "oversampled_out[11]"
  hold_class: "reg -> reg"
global_route:
  grt_overflow_total: 0
  grt_use_met2_pct: 22.6
  grt_max_degree: 51
  grt_pass1_wl_um: 10400
  use_met1_pct: 25.7
  use_met3_pct: 4.17
  grt_pass1_vias: 2206
  antenna_found_initial: 0
  grt_util_all_layers_pct: 15.6
  top_usage_layer: "met1"
placement:
  io_buffers: 73
  dp_hpwl_um: 4600
  gp_congestion: 0.830
layout:
  drive_gt1_share_pct: 4.90
  fin_util_pct: 51.2
  area_growth_syn_to_layout_pct: 23.5
  fillCellCount: 753
floorplan:
  dieWidth_um: 94.5
  core-area_um2: 8260
  fp-row-count: 33
  io_pins: 74
  initCoreUtil_pct: 41.4
  chip_area_um2: 8930
  die_h_um: 94.5
job:
  cap_violations: 0
  warnings: 25
[cells by family (layout without fill, tap and decap cells)]
family / Yosys count / after routing
simple gates: 44 / 44
buf+inv: 128 / 183
flops: 50 / 50
xor+xnor: 22 / 22
fa+ha+maj: 47 / 47
compound gates: 62 / 62
[worst reg2reg max path, cell delays in order (launching register included)]
cell and delay (ps):
dfrtp_2 350, buf_4 460, fa_1 550, fa_1 470
nor2b_1 160, o31a_1 210, o2111ai_2 190, a21oi_1 390
o21ai_1 150, xnor2_1 140
[flip-flops by register name, summed over array words and instances, names as in the netlist]
register	flops
feedback	1
integrator	24
oversampled_out	25
[worst max-delay path by stage]
stage                 depth (start not counted)     startpoint  slack (ps)             end
after CTS                                    10  analog_in[11]        3670  integrator[16]
after global routing                         10  analog_in[11]        3470  integrator[16]
final                                        10  analog_in[11]        3680  integrator[16]
[per-layer routing]
layer	vias up	wire, um
li1	1186	-
met1	1079	2990
met2	65	2610
met5	-	0
met3	5	364
met4	0	65
[cell type report]
type,instances,area [um2],share of cell area (%)
Multi-Input combinational cell,175,1600,38.0
Sequential cell,50,1250,29.6
Timing Repair Buffer,75,746,17.6
Inverter,100,375,8.88
Tap cell,105,131,3.11
Clock buffer,5,68.8,1.63
Clock inverter,3,47.5,1.13
[placed cells by master (no fill, tap or decap), drive strengths merged, types with 7 or more instances in the layout]
cell type	count
ha	24
a21oi	24
clkdlybuf4s50	73
fa	23
nor2	10
o21ai	9
nand2	12
inv	101
xor2	7
dfrtp	50
xnor2	15
[metrics by stage]
step                instance area [um2]  instances  hold WS (ps)  worst slack (ps)
finish                             4230        513           377              3680
global placement                   4110        505           358              3400
detailed placement                 4110        505           360              3360
CTS                                4230        513           384              3670
global route                       4230        513           393              3470
floorplan                          3420        353           354              4040
