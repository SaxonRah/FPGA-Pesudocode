### flow/config.mk
export PLATFORM = sky130hd
export DESIGN_NAME = sd_digital_filter
export DESIGN_NICKNAME = sd_digital_filter
export VERILOG_FILES = /design/flow/design.v
export SDC_FILE = /design/flow/constraint.sdc
export NUM_CORES = 4
export LEC_CHECK = 1
export CORE_UTILIZATION = 50
### flow/constraint.sdc
current_design sd_digital_filter

set clk_period 18.8
set clk_io_pct 0.2

create_clock -name clk0 -period $clk_period [get_ports {clk}]

set non_clock_inputs [all_inputs -no_clocks]
set_input_delay [expr $clk_period * $clk_io_pct] -clock clk0 $non_clock_inputs
set_output_delay [expr $clk_period * $clk_io_pct] -clock clk0 [all_outputs]
### flow/design.v
module sd_digital_filter(
    input clk,
    input reset,
    input [47:0] oversampled_in,
    output reg [47:0] filtered_out
);
reg [47:0] delay_line [0:4];
reg [63:0] acc;
reg [23:0] feedback;
reg [23:0] integrator;
reg [1:0] index;
parameter OSR = 64;  
parameter COEFF = 3'h3;  
always @(posedge clk or posedge reset) begin
    if (reset) begin
        for (integer i = 0; i < 5; i = i + 1) begin
            delay_line[i] <= 0;
        end
        acc <= 0;
        feedback <= 0;
        integrator <= 0;
        index <= 0;
        filtered_out <= 0;
    end else begin
        delay_line[index] <= oversampled_in - feedback;
        acc <= acc + delay_line[index] - delay_line[(index+2) % 5];
        feedback <= acc[41:18] ^ acc[17:0];
        integrator <= integrator + feedback - delay_line[(index+4) % 5][23:0];
        filtered_out <= {feedback, integrator};
        index <= index + 1;
    end
end
endmodule
### flow/run.sh
#!/bin/bash
# OpenROAD 26Q1-2900-gdf79404cd8, Yosys 0.63+post, stock flow scripts
make -C /OpenROAD-flow-scripts/flow DESIGN_CONFIG=/design/flow/config.mk WORK_HOME=/design/flow/orfs finish
==> GITHUB_STEP_SUMMARY <==
### Flow metrics

| Metric | Value |
|---|---|
| Final Max Slew Viols | `0` |
| Fin crit share | `~39%` |
| Final Wtd Congestion | `~0.94` |
| ANT cells | `0` |
| Final setup violation count | `0` |
| Crit-path slowest cell | `xor2_1` |
| Critical path class | `input port to register` |
| Main flop type | `dfrtp_1` |
| Inst Count DP | `approximately 2300` |
| Largest area contributor in the netlist | `dfrtp_1` |
| Endpoints failing hold | `0` |
| CTS clk-pin slew, worst paths | `0.06 ns` |
| PnR Total Power | `0.004938 W` |
| Flop area | `7707 um^2` |
| Design area | `21250 um^2` |
| Crit path DRT | `~19 ns` |
| Reg-to-reg setup timing slack | `12.87 ns` |
| Met1 Usage GRT | `42.65%` |
| EDFF count, synth | `0` |
| DIE AREA | `37920 um^2` |
| Sw Share | `43.15%` |
| HP Start | `integrator[0]` |
| Cell leakage power | `9.451 nW` |
| Die H | `194.7 um` |
| Synth Instances | `1849` |
| Grt total ovfl | `0` |
| PD cells | `232.4 nW/um^2` |
| Total global-route track usage | `26.94%` |
| First-pass GRT wire length | `76710 um` |
| Crit. End Element | `register` |
| Avg Vias per Cell | `roughly 5.9` |
| Mapped Area | `between 15000 and 20000 um^2` |
| WHS | `0.3756 ns` |
| Logic gate share of total power | `59.0%` |
| Number of max-cap violations | `0` |
| Worst min path class | `register to register` |
| Tool warnings | `38` |
| # Post-CTS Setup Buffers | `0` |
| Sequential share of power | `25.5%` |
| Most frequent logic cell in the layout | `dfrtp_1` |
| Deepest clock path buffer count | `3` |
| Layer with the highest usage | `met1` |
| Pin count of the biggest net entering global routing | `87` |
| MI comb area | `10190 um^2` |
| Yosys reg bits | `308` |
| Critical path buffers and inverters | `2` |
| Share of cells above drive strength 1 | `9.161%` |
| Distinct lib cells used | `66` |
| Post-synth seq share | `just over 40%` |
| Clk root buf | `clkbuf_16` |
| Yosys chip area | `about 19000 um^2` |
| CTS Hold Bufs | `0` |
| Crit-path cells | `clkdlybuf4s50_1 > ha_1 > nor2b_1 > o21a_1 > o21ai_0 > a22oi_1 > a2111oi_1 > buf_4 > o21ai_0 > o21ai_1 > nand3_1 > xor2_1 > a21oi_1` |
| Sw Pwr | `roughly 0.0021 W` |
| DRC Markers | `0` |
| FILL cells | `3050` |
| Number of DRC markers in iteration 0 | `1055` |
| Top-area cell share | `41.50%` |
| GR Layer Usage met2 | `40.77%` |
| Hold path depth | `0` |
| Max-slew headroom | `47.01%` |
| Internal Power | `0.002807 W` |
| YS warnings | `2` |
| Most frequent cells in the layout | `dfrtp_1 (308), nand2_1 (192), a21oi_1 (163), nor2_1 (135), o21ai_0 (120)` |
| Hpwl dp | `approximately 33000 um` |
| Inserted Clock Buffers | `37` |
| Initial antenna violation count | `0` |
| Core Area | `around 37000 um^2` |
| Worst Clk Skew | `0.02133 ns` |
| Worst R2R Start | `index[1]` |
| Fmax | `0.1360 GHz` |
| Iteration tally of the first detailed-router pass | `9` |
| Non-filler cells in the finished layout | `2400` |
| Async set-reset flop share out of synthesis | `100.0%` |
| Clk pwr share | `15.5%` |
| Core Rows | `70` |
| CP max stage delay | `0.50 ns` |
| Post-DRT Antenna Nets | `0` |
| I/O pins | `98` |
| Placed inst area | `19940 um^2` |
| Period minus WS final | `7.351 ns` |
| Drt wl/cell | `19.59 um` |
| Layout area overhead | `14.39%` |
| Hold Path End | `filtered_out[0]` |
| Routed WL | `approximately 47000 um` |
| Startpoint types | `input port` |
| Worst Max-Slew Pin Slew | `0.7892 ns` |
| Post-CTS sizing | `0` |
| Total negative slack | `0 ns` |
| CP top delay family | `AND-OR/OR-AND gates` |
| Peak VDD IR | `0.1081 mV` |
| Area contributors post-synth | `dfrtp_1 (41%), fa_1 (7.0%), ha_1 (6.6%)` |
| Die X-Extent | `194.7 um` |
| Arr. time, crit path | `7.74 ns` |
| CP Launch Point | `oversampled_in[1]` |
| CTS tree | `done` |
| Number of global-route vias before repair | `13990` |
| CTS sink count | `between 300 and 400` |
| Most used cell, CP | `o21ai_0` |
| Port Buffer Count | `91` |
| Clk latency of the worst-skew pair | `0.55 ns` |
| Ys cells | `1849` |
| CTS H-Tree Depth | `2` |
| Worst reg2reg path endpoint | `integrator[22]` |
| Average cell area after synthesis | `~10 um^2` |
| R2R depth | `19` |
| Status | `complete, no violations` |
| Vias | `about 14000` |
| Fp util | `50.73%` |
| M3 GR Usage | `5.095%` |
| CP max FO | `5` |
| RSZ-0062 raised after global routing | `no` |
## cell type report
class | instances | share of cell area [%]
inverter | 99 | 1.784
multi-input combinational | 1346 | 47.97
clock buffer | 51 | 5.183
tap | 468 | 2.756
clock inverter | 15 | 0.9600
timing repair buffer | 113 | 5.065
sequential | 308 | 36.28
## logic make-up (layout without fill, tap and decap cells)
| logic type | after synthesis | in the layout | synth area share, % |
|---|---|---|---|
| flops | 308 | 308 | 41.50 |
| xor+xnor | 115 | 115 | 5.423 |
| mux | 114 | 114 | 6.629 |
| buf+inv | 195 | 278 | 3.948 |
| fa+ha+maj | 163 | 163 | 13.61 |
| compound gates | 523 | 523 | 18.78 |
| simple gates | 431 | 431 | 10.11 |
## per-stage QoR
| step | worst slack, ns | utilization, % |
|---|---|---|
| floorplan | 6.524 | - |
| global placement | 10.83 | 54.47 |
| detailed placement | 10.84 | 54.47 |
| CTS | 11.38 | 58.03 |
| global route | 11.05 | 58.03 |
| finish | 11.45 | 58.03 |
## worst reg2reg max path, stage by stage, from the launching register on
cell,delay (ns)
dfrtp_1,0.50
ha_4,0.52
buf_4,0.51
and3b_1,0.31
nand2_1,0.07
nand2_1,0.06
o21ai_0,0.14
fa_1,0.54
inv_1,0.07
fa_1,0.49
nor2b_1,0.13
o21ai_0,0.14
a21boi_0,0.32
o21ai_0,0.19
a31oi_1,0.44
a31oi_1,0.33
o21a_1,0.32
o41ai_1,0.44
a21oi_1,0.16
xnor2_1,0.15
## layer usage
metal  up-vias  part of all wire (%)
li1       6756                     -
met1      6936                    46
met2       425                    46
met3        64                   5.8
met4         0                   2.4
met5         -                     0
## worst max-delay path by stage
stage | to | slack, ns | cells past startpoint
after CTS | delay_line[1][29] | 11.38 | 13
after global routing | delay_line[1][29] | 11.05 | 13
final | delay_line[1][29] | 11.45 | 13
## cell usage after synthesis, types with 63 or more instances
library cell  number
fa_1              65
ha_1              98
xnor2_1           67
clkbuf_1          89
nand2_1          192
a21oi_1          163
o21ai_0          120
dfrtp_1          308
nor2_1           135
inv_1             99
mux2_2            72
a221oi_1          63
## registers in the layout (all words and copies together) (netlist names)
name and flops:
acc 42, delay_line 168, feedback 24, filtered_out 48, index 2, integrator 24
## power by group through the flow
stage / clock network [W] / logic (W) / registers, W
CTS: 0.000783 / 0.00292 / 0.00126
global route: 0.000809 / 0.00330 / 0.00131
finish: 0.000766 / 0.00291 / 0.00126
Power and IR drop assume default switching activity.
